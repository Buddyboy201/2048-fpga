$ cat design.v
module clk_gen (input clk, output wire i_clk, output wire d_clk, output wire u_clk);
    clk_n #(.freq(100)) c100 (.clk(clk), .clk_out(i_clk));
    clk_n #(.freq(25000000)) c25M (.clk(clk), .clk_out(d_clk));
    clk_n #(.freq(5)) c5 (.clk(clk), .clk_out(u_clk));
endmodule
module clk_n 
    #(parameter freq = 'd100000000)
(
    input clk,
    output reg clk_out = 0
);
    reg [31:0] max_count = 'd100000000 / (freq*'d2);
    reg [31:0] count = 0;
    always @(posedge clk) begin
        if ((count >= (max_count - 1))) 
            count <= 'd0;
        else
            count <= count + 1;
    end
    always @(posedge clk) begin
        clk_out = (count == max_count - 1) ? ~clk_out : clk_out;
    end
endmodule
$ cat run.sh
#!/bin/bash
# OpenROAD 26Q1-2900-gdf79404cd8, Yosys 0.63+post, stock flow scripts
make -C /OpenROAD-flow-scripts/flow DESIGN_CONFIG=/design/flow/config.mk WORK_HOME=/design/flow/orfs finish
$ cat config.mk
export PLATFORM = sky130hd
export DESIGN_NAME = clk_gen
export DESIGN_NICKNAME = clk_gen
export VERILOG_FILES = /design/flow/design.v
export SDC_FILE = /design/flow/constraint.sdc
export NUM_CORES = 4
export LEC_CHECK = 1
export CORE_UTILIZATION = 30
$ cat constraint.sdc
current_design clk_gen

set clk_period 3.8
set clk_io_pct 0.2

create_clock -name clk0 -period $clk_period [get_ports {clk}]

set non_clock_inputs [all_inputs -no_clocks]
set_input_delay [expr $clk_period * $clk_io_pct] -clock clk0 $non_clock_inputs
set_output_delay [expr $clk_period * $clk_io_pct] -clock clk0 [all_outputs]
==> out/notes.md <==
- **vias in the first global route** 2,228
- **clk root buf** sky130_fd_sc_hd__clkbuf_16
- **number of warnings in the stage logs** 27
- **first-pass GRT wire length** 10,230 microns
- **slew at the pin closest to its max-slew limit** 0.7312 ns
- **number of buffers inserted for hold repair after clock tree synthesis** 0
- **yosys cell count** 340
- **Die X** 110.1 microns
- **count of non-filler cells in the finished layout** 541
- **clock latency (worst-skew pair)** 0.34 ns
- **detailed-placement wirelength estimate** 3693 microns
- **worst max-slew margin expressed relative to the limit** 50.56%
- **Antenna diodes** 0
- **area added between synthesis and finish** 19.31%
- **flop and latch count out of synthesis** 99
- **H-tree levels** 3
- **Setup crit start** c5.count[2]$_SDFF_PP0_
- **Yosys Chip Area** 0.003506 sq mm
- **arrival time at the worst endpoint** 2.48 ns
- **standard-cell rows** 39
- **sum of negative setup slack** 0 ns
- **count of TritonRoute iterations in the first routing pass** 4
- **number of endpoints failing setup at the final stage** 0
- **Fin Clk Skew** 0.005546 ns
- **Reg-to-Reg Start** c5.count[2]$_SDFF_PP0_
- **largest net degree at the start of global routing** 21
- **layout cells sized above 1** 5.779%
- **simple-gate area share of the yosys netlist** 21.81%
- **largest combinational cell category by area** simple AND/OR/NAND/NOR gates
- **RSZ-0062 raised after global routing** no
- **most common cell in the netlist** sky130_fd_sc_hd__dfxtp_1
- **crit-path max FO** 8
- **Max Transition Viols Final** 0
- **leading register cell type out of synthesis** sky130_fd_sc_hd__dfxtp_1
- **mapped cell area** 0.003506 sq mm
- **type of destination of the critical path** flop
- **number of sinks on the clock net** 99
- **LEAKAGE** 1.406 nW
- **Port Buffer Count** 3
- **DRT iter0 DRCs** 91
- **Data required, critical path** 4.06 ns
- **height of the die** 110.1 microns
- **warnings from Yosys** 3
- **crit start category** flop
- **CORE AREA** 0.01142 sq mm
- **period utilisation layout** 58.54%
- **Pwr Density** 471.8 mW/mm^2
- **most used standard cells in the synthesized netlist** 96 x sky130_fd_sc_hd__dfxtp_1, 24 x sky130_fd_sc_hd__nor3_1, 18 x sky130_fd_sc_hd__nor4_1, 18 x sky130_fd_sc_hd__xnor2_1, 17 x sky130_fd_sc_hd__a211oi_1
- **top-area cell type share of the netlist area** 54.82%
- **total via count in the routed design** 2,467
- **slowest stage cell, crit path** sky130_fd_sc_hd__or4_1
- **Initial Utilization** 30.70%
- **number of cells in the design after placement** 525
- **utilization after layout** 36.63%
- **count of cells resized by post-cts repair** 0
- **Async S/R FF share, synth** 0%
- **global placement routability congestion** 0.8393
- **Ports** 4
- **CTS tree** yes
- **final wirelength** 5659 microns
- **type of the worst setup path** flop to flop
- **kind of path behind the tightest hold check** flop to flop
- **Worst Min Path Start** c5.count[0]$_SDFF_PP0_
- **floorplan die area** 0.01212 sq mm
- **average wire per cell in the routed design** 10.46 microns
- **biggest area contributors in the synthesized netlist** sky130_fd_sc_hd__dfxtp_1 55%, sky130_fd_sc_hd__xnor2_1 4.5%, sky130_fd_sc_hd__a211oi_1 3.6%, sky130_fd_sc_hd__nor3_1 3.4%, sky130_fd_sc_hd__nor4_1 3.2%
- **DRC violations left** 0
- **Via-to-Cell Ratio** 4.560
- **Bufs on Longest Clock Path** 2
- **hold slack final** 0.4908 ns
- **fraction of the mapped netlist area in compound gates** 9.101%
- **proportion of synthesized chip area in sequential cells** 57.39%
- **largest incremental delay on the critical path** 0.73 ns
- **CP Cell Sequence** nand3_1 -> or4_1 -> or4b_1 -> a211oi_1
- **Synth Area in Adders** 1.784%
- **tally of unique sky130hd cells used after synthesis** 38
- **number of flops mapped to enable cells by yosys** 3
- **mean post-synth cell area** 10.31 sq um
- **initial antenna violation count** 0
- **clock slew at the register clock pins of the worst setup and hold paths** 0.07 ns
- **Fmax achieved** 0.4495 GHz
- **run status** complete, no violations
- **overall routing resource usage** 10.77%
- **post-layout minimum cycle time** 2.224 ns
- **CTS buffer count** 9
- **total count of hold-check failures in the final report** 0
- **area share of xor/xnor cells in the synthesized design** 6.995%
- **Peak VDD IR** 0.3860 mV
- **post-synthesis cell count** 340
- **post-synthesis mux area share** 0%
- **final global-route overflow total** 0
- **buffers inserted during post-CTS setup optimization** 0
- **antenna-violating nets left** 0
- **top cell type by total area after synthesis** sky130_fd_sc_hd__dfxtp_1
- **Max Cap Viol** 0
==> stage by stage <==
stage	setup WS, ns	area [sq um]	total power, mW
after global placement	1.628	3877	1.107
after floorplan	1.794	3690	1.105
final	1.576	4183	1.973
after global routing	1.404	4183	2.059
after CTS	1.588	4183	2.000
after detailed placement	1.617	3877	1.109
==> worst paths after layout <==
kind | to | slack [ns] | depth (start not counted)
setup / recovery | c5.count[23]$_SDFF_PP0_ | 1.58 | 4
hold / removal | c5.count[0]$_SDFF_PP0_ | 0.49 | 1
setup reg to reg | c5.count[23]$_SDFF_PP0_ | 1.58 | 4
hold reg to reg | c5.count[0]$_SDFF_PP0_ | 0.49 | 1
==> where the power goes <==
part / switching, mW / total [mW] / internal (mW)
sequential: 0.00655 / 1.08 / 1.07
combinational: 0.00603 / 0.00786 / 0.00183
clock: 0.421 / 0.889 / 0.469
total: 0.433 / 1.97 / 1.54
==> per-layer routing <==
layer / wire [microns] / track usage (%)
met2: 2516 / 16.34
met4: 96 / 1.692
met3: 215 / 2.756
met1: 2830 / 16.18
met5: 0 / 0
==> sequential cells by signal, indices dropped and copies added (netlist names) <==
name and flops:
c25M.count 32, c25M.clk_out 1, c100.count 32, c5.count 32, c5.clk_out 1, c100.clk_out 1
==> layout make-up <==
cell class	instances	area, sq um
tap	143	178.9
fill	1114	7236
inverter	13	48.80
sequential	99	2012
multi-input combinational	264	1585
clock inverter	7	80.08
clock buffer	9	225.2
timing repair buffer	6	52.55
==> cells in the final DEF, fill, tap and decap left out, types with 5 or more instances in the layout <==
cell | netlist | routed
sky130_fd_sc_hd__a211oi_1 | 17 | 17
sky130_fd_sc_hd__a21oi_1 | 7 | 7
sky130_fd_sc_hd__clkbuf_16 | 0 | 9
sky130_fd_sc_hd__conb_1 | 1 | 50
sky130_fd_sc_hd__dfxtp_1 | 96 | 96
sky130_fd_sc_hd__ha_1 | 5 | 5
sky130_fd_sc_hd__inv_1 | 13 | 13
sky130_fd_sc_hd__nand2_1 | 16 | 16
sky130_fd_sc_hd__nand3_1 | 16 | 16
sky130_fd_sc_hd__nand4_1 | 12 | 12
sky130_fd_sc_hd__nor2_1 | 11 | 11
sky130_fd_sc_hd__nor3_1 | 24 | 24
sky130_fd_sc_hd__nor4_1 | 18 | 18
sky130_fd_sc_hd__o21ai_0 | 12 | 11
sky130_fd_sc_hd__or3_1 | 11 | 11
sky130_fd_sc_hd__or4_1 | 7 | 7
sky130_fd_sc_hd__xnor2_1 | 18 | 18
sky130_fd_sc_hd__xor2_1 | 10 | 10
==> cell families (layout without fill, tap and decap cells) <==
family | count (synthesis) | count (layout)
AOI/OAI and AO/OA | 48 | 48
xor gates and xnor gates | 28 | 28
adders and majority gates | 5 | 5
buffers and inverters | 26 | 35
DFF | 99 | 99
other | 1 | 50
and+or+nand+nor | 133 | 133
==> critical path, delay by kind of cell (launching register included) <==
| family | cells | cell delay (ns) |
|---|---|---|
| simple gates | 3 | 1.55 |
| flops | 1 | 0.38 |
| compound gates | 1 | 0.23 |
Power is estimated from default activity; no workload was simulated.
