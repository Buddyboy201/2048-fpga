File: design/flow/design.v
module inverter (input inv, input [8:0] r_in, output wire [8:0] r_out);
    assign r_out = (inv) ? {r_in[0 +: 3], r_in[3 +: 3], r_in[6 +: 3]} : r_in;
endmodule
module inverter_3 (input inv, input [8:0] in0, input [8:0] in1, input [8:0] in2, output wire [8:0] out0, output wire [8:0] out1, output wire [8:0] out2);
    inverter op0 (.inv(inv), .r_in(in0), .r_out(out0));
    inverter op1 (.inv(inv), .r_in(in1), .r_out(out1));
    inverter op2 (.inv(inv), .r_in(in2), .r_out(out2));
endmodule
File: design/flow/run.sh
#!/bin/bash
# OpenROAD 26Q1-2900-gdf79404cd8, Yosys 0.63+post, stock flow scripts
make -C /OpenROAD-flow-scripts/flow DESIGN_CONFIG=/design/flow/config.mk WORK_HOME=/design/flow/orfs finish
File: design/flow/config.mk
export PLATFORM = sky130hd
export DESIGN_NAME = inverter_3
export DESIGN_NICKNAME = inverter_3
export VERILOG_FILES = /design/flow/design.v
export SDC_FILE = /design/flow/constraint.sdc
export NUM_CORES = 4
export LEC_CHECK = 1
export CORE_AREA = 10 10 70 70
export DIE_AREA = 0 0 80 80
File: design/flow/constraint.sdc
current_design inverter_3

set clk_period 1.0
set clk_io_pct 0.2

create_clock -name clk0 -period $clk_period

set non_clock_inputs [all_inputs -no_clocks]
set_input_delay [expr $clk_period * $clk_io_pct] -clock clk0 $non_clock_inputs
set_output_delay [expr $clk_period * $clk_io_pct] -clock clk0 [all_outputs]
==> flow_results.xml <==
<?xml version="1.0" encoding="UTF-8"?>
<metrics>
  <group name="final_layout">
    <metric name="sequential_cell_total" unit="">0</metric>
    <metric name="combGateArea" unit="um2">263</metric>
    <metric name="register_area" unit="um2">0</metric>
    <metric name="nClkBuffers" unit="">0</metric>
    <metric name="fin_area" unit="um2">802</metric>
    <metric name="fraction_of_layout_instances_using_a_drive_strength_above_1" unit="">0.714</metric>
    <metric name="nFillCells" unit="">375</metric>
    <metric name="flow.area_growth_from_synthesis" unit="%">137</metric>
  </group>
  <group name="pwr">
    <metric name="leakage" unit="nW">0.405</metric>
    <metric name="switchingPower" unit="W">0.0000883</metric>
    <metric name="fin_total_pwr" unit="W">0.000341</metric>
    <metric name="power.share.combinational" unit="">1.000</metric>
    <metric name="peakVddDrop" unit="mV">0.159</metric>
    <metric name="power_report.internal_total" unit="W">0.000253</metric>
    <metric name="power.clock.fraction" unit="">0</metric>
    <metric name="power_density" unit="nW/um2">425</metric>
    <metric name="switching_share" unit="">0.259</metric>
    <metric name="power.sequential.fraction" unit="">0</metric>
  </group>
  <group name="status">
    <metric name="outcome" unit="">complete, but fails checks</metric>
    <metric name="failing_checks" unit="">setup timing</metric>
  </group>
  <group name="synthesis">
    <metric name="netlist.top_cell.by_instances" unit="">sky130_fd_sc_hd__mux2_4</metric>
    <metric name="synth.area.top_cells" unit="">sky130_fd_sc_hd__mux2_4 (44%), sky130_fd_sc_hd__mux2_2 (27%), sky130_fd_sc_hd__buf_4 (20%), sky130_fd_sc_hd__buf_12 (5.9%), sky130_fd_sc_hd__buf_6 (3.3%)</metric>
    <metric name="synthDominantCellAreaShare" unit="">0.443</metric>
    <metric name="synth_cells" unit="">29</metric>
    <metric name="synthesis.area" unit="um2">339</metric>
    <metric name="synth_cell_type_count" unit="">5</metric>
    <metric name="synthDominantAreaCellType" unit="">sky130_fd_sc_hd__mux2_4</metric>
    <metric name="ys_cells" unit="">29</metric>
    <metric name="ys_top_cells_by_count" unit="">sky130_fd_sc_hd__mux2_4 (10), sky130_fd_sc_hd__buf_4 (9), sky130_fd_sc_hd__mux2_2 (8), sky130_fd_sc_hd__buf_12 (1), sky130_fd_sc_hd__buf_6 (1)</metric>
    <metric name="synth.yosys.chip_area" unit="um2">339</metric>
    <metric name="ys_seq_frac" unit="">0</metric>
    <metric name="yosysWarnings" unit="">0</metric>
    <metric name="syn-mean-instance-area" unit="um2">11.7</metric>
  </group>
  <group name="die">
    <metric name="floorplan.die.height" unit="um">80</metric>
    <metric name="die_width" unit="um">80</metric>
    <metric name="floorplan_utilization" unit="">0.0993</metric>
    <metric name="num_rows" unit="">21</metric>
    <metric name="design.core.area" unit="um2">3420</metric>
    <metric name="num_io_pins" unit="">55</metric>
    <metric name="die_area" unit="um2">6400</metric>
  </group>
  <group name="route">
    <metric name="antenna_violating_nets_post_route" unit="">0</metric>
    <metric name="remaining_drc_errors" unit="">0</metric>
    <metric name="detail_route.first_pass.iterations" unit="">2</metric>
    <metric name="route.detailed.vias_per_inst" unit="">3.20</metric>
    <metric name="detail_route.wl_per_cell" unit="um">14.2</metric>
    <metric name="route.final.wire_length" unit="um">1550</metric>
    <metric name="detail_route.antenna_diodes" unit="">0</metric>
    <metric name="first_iter_violations" unit="">3</metric>
    <metric name="via_count" unit="">349</metric>
  </group>
  <group name="sta">
    <metric name="setup_viol" unit="">18</metric>
    <metric name="worst_pin_slew" unit="ps">105</metric>
    <metric name="highest_attainable_clock_frequency" unit="MHz">854</metric>
    <metric name="relSlewSlack" unit="">0.930</metric>
    <metric name="report.final.hold_viol_count" unit="">0</metric>
    <metric name="final.min_clock_period" unit="ps">1170</metric>
    <metric name="fin_hold_ws" unit="ps">400</metric>
    <metric name="final_min_period_over_clock_period" unit="">1.17</metric>
    <metric name="rsz0062_at_grt" unit="">yes</metric>
    <metric name="timing.final.max_slew_violations" unit="">0</metric>
    <metric name="final_setup_slack_of_the_worst_path" unit="ps">-172</metric>
  </group>
  <group name="setup_path">
    <metric name="kind_of_end_point_of_the_critical_path" unit="">output port</metric>
    <metric name="path_max_fanout" unit="">6</metric>
    <metric name="cp.required" unit="ps">800</metric>
    <metric name="worst_ep_arrival_time" unit="ps">970</metric>
    <metric name="worst-setup-path-type" unit="">in -&gt; out</metric>
    <metric name="timing.critical_path.from" unit="">inv</metric>
    <metric name="timing.critical_path.from_type" unit="">input port</metric>
  </group>
  <group name="clock_network">
    <metric name="cts_hold_buffers" unit="">0</metric>
  </group>
  <group name="global_routing">
    <metric name="initial_antenna_violation_count" unit="">0</metric>
    <metric name="gr-total-overflow" unit="">0</metric>
    <metric name="first_global_vias" unit="">384</metric>
    <metric name="grt_pass1_wl" unit="um">2300</metric>
    <metric name="grt_start_max_net_pins" unit="">7</metric>
    <metric name="grt_usage" unit="">0.0455</metric>
  </group>
  <group name="run">
    <metric name="max_cap_violations" unit="">0</metric>
    <metric name="openroad.warnings" unit="">34</metric>
  </group>
  <group name="placement">
    <metric name="routabilityCongestion" unit="">0.748</metric>
    <metric name="placedInstanceArea" unit="um2">688</metric>
    <metric name="placement.io_buffers" unit="">37</metric>
  </group>
  <group name="worst_hold_path">
    <metric name="holdCritPathClass" unit="">in -&gt; out</metric>
    <metric name="min_from" unit="">in0[3]</metric>
  </group>
</metrics>
-- kinds of logic after synthesis --
kind of cell,count (synthesis),synth area share
buffers and inverters,11,0.291
multiplexers,18,0.708
-- per-layer routing --
layer | global-route usage | up-vias | routed length (um)
met2 | 0.0674 | 29 | 591
li1 | - | 164 | -
met3 | 0.0273 | 0 | 261
met5 | 0 | - | 0
met1 | 0.0587 | 156 | 696
met4 | 0 | 0 | 0
-- critical path: stages --
cell	delay (ps)
sky130_fd_sc_hd__buf_8	110
sky130_fd_sc_hd__buf_16	120
sky130_fd_sc_hd__buf_12	130
sky130_fd_sc_hd__mux2_4	300
sky130_fd_sc_hd__buf_6	110
-- path summary, 6_finish.rpt --
check	to	cells past startpoint	slack, ps
max	out2[0]	5	-170
min	out0[3]	0	400
-- area by class of cell --
cell class | count | area share
timing repair buffer | 45 | 0.601
tap | 46 | 0.0718
multi-input combinational | 18 | 0.328
-- placed cells by master (no fill, tap or decap) --
master,synthesis,layout
sky130_fd_sc_hd__buf_16,0,1
sky130_fd_sc_hd__mux2_2,8,2
sky130_fd_sc_hd__clkdlybuf4s15_1,0,1
sky130_fd_sc_hd__dlygate4sd2_1,0,17
sky130_fd_sc_hd__mux2_4,10,16
sky130_fd_sc_hd__buf_2,0,5
sky130_fd_sc_hd__buf_12,1,3
sky130_fd_sc_hd__buf_6,1,16
sky130_fd_sc_hd__buf_8,0,2
-- per-stage QoR --
step           TNS, ps  utilization  instances  setup WS (ps)
4_1_cts          -2640        0.211        109           -176
3_3_place_gp    -14960        0.201        102           -892
2_1_floorplan        0            -         29           65.9
3_5_place_dp    -15040        0.201        102           -886
6_report         -2690        0.235        109           -172
5_1_grt          -3010        0.235        109           -192
-- power by group through the flow --
stage / Clock [W] / Sequential (W) / Combinational [W]
after CTS: 0 / 0 / 0.000292
after global routing: 0 / 0 / 0.000367
final: 0 / 0 / 0.000341
-- what timing repair did --
action	in CTS	in global routing
setup buffers	6	0
gates cloned	1	0
setup endpoints to repair	18	18
endpoints found under the hold margin	0	0
gates resized	93	16
pin swaps	0	0
No activity file was given, so power comes from the tool's default toggle rates.
